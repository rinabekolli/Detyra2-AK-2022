### design/flow/run.sh
#!/bin/bash
# OpenROAD 26Q1-2900-gdf79404cd8, Yosys 0.63+post, stock flow scripts
make -C /OpenROAD-flow-scripts/flow DESIGN_CONFIG=/design/flow/config.mk WORK_HOME=/design/flow/orfs finish
### design/flow/config.mk
export PLATFORM = sky130hd
export DESIGN_NAME = ALU_16b
export DESIGN_NICKNAME = ALU_16b
export VERILOG_FILES = /design/flow/design.v
export SDC_FILE = /design/flow/constraint.sdc
export NUM_CORES = 4
export LEC_CHECK = 1
export CORE_AREA = 10 10 111 111
export DIE_AREA = 0 0 121 121
### design/flow/constraint.sdc
current_design ALU_16b

set clk_period 8.6
set clk_io_pct 0.2

create_clock -name clk0 -period $clk_period

set non_clock_inputs [all_inputs -no_clocks]
set_input_delay [expr $clk_period * $clk_io_pct] -clock clk0 $non_clock_inputs
set_output_delay [expr $clk_period * $clk_io_pct] -clock clk0 [all_outputs]
### design/flow/design.v
`timescale 1ns / 1ps
module ALU_16b(
    input [15:0] A,
    input [15:0] B,
    input BNegate,
    input [2:0] ALUCtrl,
    output Zero,
    output Overflow,
    output [15:0] REZ,
    output CarryOut
    );
    wire [14:0] COUT;
    ALU_1b ALU0 (A[0], B[0], BNegate, BNegate, REZ[15], ALUCtrl, REZ[0], COUT[0]);
    ALU_1b ALU1 (A[1], B[1], COUT[0], BNegate, 1'b0, ALUCtrl, REZ[1], COUT[1]);
    ALU_1b ALU2 (A[2], B[2], COUT[1], BNegate, 1'b0, ALUCtrl, REZ[2], COUT[2]);
    ALU_1b ALU3 (A[3], B[3], COUT[2], BNegate, 1'b0, ALUCtrl, REZ[3], COUT[3]);
    ALU_1b ALU4 (A[4], B[4], COUT[3], BNegate, 1'b0, ALUCtrl, REZ[4], COUT[4]);
    ALU_1b ALU5 (A[5], B[5], COUT[4], BNegate, 1'b0, ALUCtrl, REZ[5], COUT[5]);
    ALU_1b ALU6 (A[6], B[6], COUT[5], BNegate, 1'b0, ALUCtrl, REZ[6], COUT[6]);
    ALU_1b ALU7 (A[7], B[7], COUT[6], BNegate, 1'b0, ALUCtrl, REZ[7], COUT[7]);
    ALU_1b ALU8 (A[8], B[8], COUT[7], BNegate, 1'b0, ALUCtrl, REZ[8], COUT[8]);
    ALU_1b ALU9 (A[9], B[9], COUT[8], BNegate, 1'b0, ALUCtrl, REZ[9], COUT[9]);
    ALU_1b ALU10 (A[10], B[10], COUT[9], BNegate, 1'b0, ALUCtrl, REZ[10], COUT[10]);
    ALU_1b ALU11 (A[11], B[11], COUT[10], BNegate, 1'b0, ALUCtrl, REZ[11], COUT[11]);
    ALU_1b ALU12 (A[12], B[12], COUT[11], BNegate, 1'b0, ALUCtrl, REZ[12], COUT[12]);
    ALU_1b ALU13 (A[13], B[13], COUT[12], BNegate, 1'b0, ALUCtrl, REZ[13], COUT[13]);
    ALU_1b ALU14 (A[14], B[14], COUT[13], BNegate, 1'b0, ALUCtrl, REZ[14], COUT[14]);
    ALU_1b ALU15 (A[15], B[15], COUT[14], BNegate, 1'b0, ALUCtrl, REZ[15], CarryOut);
    assign Zero = ~ (
        REZ[0] | REZ [1] | REZ[2] | REZ[3] |
        REZ[4] | REZ [5] | REZ[6] | REZ[7] |
        REZ[8] | REZ [9] | REZ[10] | REZ[11] |
        REZ[12] | REZ [13] | REZ[14] | REZ[15]);
    assign Overflow = COUT[14] ^ CarryOut;
endmodule
`timescale 1ns / 1ps
module ALU_1b(
    input A,
    input B,
    input CIN,
    input BInvert,
    input LESS,
    input [2:0] ALUCtrl,
    output REZ,
    output COUT
    );
    wire notB, mB, teliDHE, teliOSE, teliMBL, teliXOR, teliMOD;
    assign notB = ~B;
    mux2ne1 m2(B, notB, BInvert, mB);
    assign teliDHE = A & mB;
    assign teliOSE = A | mB;
    assign teliXOR = A ^ mB;
    assign teliDIV = A / mB;
    mbledhesi_1b mbledhesi(A, mB, CIN, COUT, teliMBL);
    mux6ne1 muxi(teliDHE, teliOSE, teliMBL, teliXOR, teliMOD, LESS, ALUCtrl, REZ);
endmodule
`timescale 1ns / 1ps
module mbledhesi_1b(
    input A,
    input B,
    input CIN,
    output COUT,
    output SHUMA
    );
    assign SHUMA = CIN ^ A ^ B;
    assign COUT = CIN & A | CIN & B | A & B;
endmodule
`timescale 1ns / 1ps
module mux2ne1(
    input Hyrja0,
    input Hyrja1,
    input S,
    output Dalja
    );
    assign Dalja = S ? Hyrja1 : Hyrja0;
endmodule
`timescale 1ns / 1ps
module mux6ne1(
  input Hyrja0,
    input Hyrja1,
    input Hyrja2,
    input Hyrja3,
    input Hyrja4,
    input Hyrja5,
    input [2:0] S,
    output Rez
    );
assign Rez = S[2]?(S[1]?(S[0]?Hyrja4:Hyrja5):(S[0]?Hyrja2:Hyrja2)):(S[1]?(S[0]?Hyrja3:Hyrja1):
(S[0]?Hyrja2:Hyrja0));
endmodule
==> flow_summary.json <==
{
  "fin_tns_setup_ns": -5.14,
  "hold_viol": 0,
  "pwr-share-seq_pct": 0,
  "drt-initial-drc-count": 78,
  "regArea_sq_um": 0,
  "powerDensity_nw_per_um2": 82.8,
  "slew_violations": 0,
  "clkPwrFrac_pct": 0,
  "crit_path_end_kind": "output pin",
  "seq_cells": 0,
  "drt-total-wl_mm": 6.20,
  "p_switching_w": 0.000104,
  "gp_congestion": 0.929,
  "warnings": 51,
  "post-dp-hpwl_mm": 5.19,
  "setup_slack_ns": -1.32,
  "grt_overflow": 0,
  "p_int_w": 0.000126,
  "fin_crit_sh_pct": 115,
  "setup.worst_path.start_class": "input port",
  "grt_pass1_wl_mm": 9.78,
  "worst-path-max-fanout": 4,
  "setup_viol": 6,
  "yosysSeqAreaShare_pct": 0,
  "ys_types": 41,
  "ant_nets": 0,
  "n_clock_buffer": 0,
  "worstSetupPathType": "in2out",
  "critical_path_required_ns": 6.88,
  "syn_area_sq_um": 1930,
  "drive_gt1_share_pct": 24.2,
  "cp.arrival_ns": 8.20,
  "route.vias.total": 1898,
  "comb_area_sq_um": 1680,
  "antenna_found_initial": 0,
  "grt_pass1_vias": 1852,
  "placed_cell_area_sq_um": 2690,
  "final_area_sq_um": 2780,
  "min_path_cells": 7,
  "die_x_um": 121,
  "diodes": 0,
  "p_leak_nw": 1.29,
  "swShare_pct": 45.2,
  "drc": 0,
  "grt_max_degree": 24,
  "port_buffers": 55,
  "power_w": 0.000230,
  "status": "finished, violations left",
  "hold_buffers": 0,
  "hold_end": "Zero",
  "row_count": 36,
  "fin_util_pct": 28.2,
  "core_area_sq_um": 9860,
  "fill_cells": 1016,
  "ys_cells": 256,
  "die_height_um": 121,
  "chip_area_sq_um": 14600,
  "tightest_slew_ns": 0.640,
  "avgSynthCellArea_sq_um": 7.53,
  "fmax_mhz": 101,
  "fp_util_pct": 19.5,
  "worstHoldStart": "B[0]",
  "rsz0062_at_grt": "true",
  "postSynthCellCount": 256,
  "violations": "negative setup slack",
  "syn_to_final_growth_pct": 44.4,
  "wire_per_inst_um": 13.9,
  "max-vdd-ir-drop_uv": 25.3,
  "viasPerCell": 4.25,
  "layout_min_cycle_time_ns": 9.92,
  "combPwrFrac_pct": 100.0,
  "relSlewSlack_pct": 57.2,
  "ys_chip_area_sq_um": 1930,
  "drt-pass1-iter-count": 4,
  "track_usage_pct": 8.25,
  "ioPinCount": 55,
  "maxCapViolations": 0,
  "hold_path_class": "in2out",
  "synth_warnings": 17
}
[worst max-delay path, cell delays in order]
cell and delay (ns):
buf_8 0.11, xor2_2 0.17, inv_2 0.07, fa_2 0.19, inv_2 0.04, fa_2 0.33
fa_2 0.34, fa_2 0.34, fa_2 0.35, fa_2 0.35, fa_2 0.34, fa_2 0.36
fa_2 0.37, fa_2 0.38, fa_2 0.37, fa_2 0.37, fa_2 0.37, fa_2 0.38
inv_2 0.07, fa_2 0.46, o22ai_2 0.20, and4b_1 0.21, nand4_1 0.13, nor4b_4 0.07
clkbuf_2 0.10
[worst max-delay path by stage]
stage / from / end / slack [ns] / depth (start not counted)
4_1_cts: BNegate / Zero / -1.49 / 26
5_1_grt: BNegate / Zero / -1.60 / 26
6_report: BNegate / Zero / -1.32 / 25
[cell usage after synthesis, drive strengths merged]
| master | count | area, sq um |
|---|---|---|
| ha | 32 | 400 |
| a211oi | 6 | 45.0 |
| nand2 | 23 | 86.3 |
| a22oi | 2 | 15.0 |
| inv | 43 | 161 |
| a21o | 2 | 15.0 |
| nand3 | 2 | 10.0 |
| o221ai | 2 | 17.5 |
| nand3b | 1 | 7.51 |
| a311oi | 1 | 8.76 |
| a21boi | 1 | 7.51 |
| nor4b | 1 | 15.0 |
| nor2b | 4 | 32.5 |
| or2 | 1 | 6.26 |
| clkbuf | 10 | 37.5 |
| o41ai | 2 | 17.5 |
| nand2b | 1 | 6.26 |
| fa | 15 | 300 |
| nor2 | 12 | 45.0 |
| buf | 20 | 149 |
| nor3 | 2 | 10.0 |
| xnor2 | 2 | 17.5 |
| xor2 | 16 | 140 |
| and4b | 1 | 10.0 |
| a221o | 5 | 50.1 |
| a22o | 7 | 61.3 |
| a31oi | 2 | 12.5 |
| a222oi | 1 | 10.0 |
| o22ai | 2 | 12.5 |
| o311ai | 1 | 8.76 |
| a21oi | 7 | 38.8 |
| mux2i | 3 | 30.0 |
| nor4 | 2 | 12.5 |
| o21ai | 19 | 95.1 |
| or4 | 2 | 15.0 |
| nand4 | 3 | 18.8 |
[power by group through the flow]
stage | combinational (W) | sequential [W] | clock [W]
5_1_grt | 0.000258 | 0 | 0
4_1_cts | 0.000224 | 0 | 0
6_report | 0.000230 | 0 | 0
[layout make-up]
cell class / instances / share of cell area, %
Inverter: 43 / 5.80
Timing Repair Buffer: 88 / 27.8
Tap cell: 133 / 5.98
Multi-Input combinational cell: 183 / 60.4
[what timing repair did]
item,in CTS,in global routing
endpoints found under the setup margin,9,8
resized,45,20
buffers inserted,6,4
pin swaps,2,3
[logic make-up (layout without fill, tap and decap cells)]
kind of cell / count (synthesis) / count (layout) / synth area share, %
AND-OR/OR-AND: 60 / 60 / 21.6
adder cells (fa/ha/maj): 47 / 47 / 36.4
XOR/XNOR: 18 / 18 / 8.18
AND/OR/NAND/NOR: 55 / 55 / 14.3
buffers and inverters: 73 / 131 / 18.1
multiplexers: 3 / 3 / 1.56
[per-stage QoR]
stage,setup WS [ns],std cells,hold WS (ns)
6_report,-1.32,447,4.27
5_1_grt,-1.60,447,4.38
4_1_cts,-1.49,446,4.37
3_5_place_dp,-2.18,441,4.61
3_3_place_gp,-2.07,441,4.62
2_1_floorplan,-1.22,256,3.65
[cells in the final DEF (no fill, tap or decap), types with 3 or more instances in the layout]
cell	synthesis	routed
inv_1	42	36
clkdlybuf4s50_1	0	42
mux2i_1	3	3
nand2_1	23	23
clkbuf_2	0	3
buf_2	2	5
ha_1	32	32
a22o_1	7	7
a221o_1	5	5
o21ai_0	19	17
fa_2	0	15
buf_4	17	30
a21oi_1	6	5
a211oi_1	6	6
nor2b_1	3	3
nand4_1	3	3
xor2_1	16	14
nor2_1	12	12
inv_2	1	7
buf_6	1	5
[metal layers]
layer | wire, um | up-vias | global-route usage (%)
met4 | 7 | 0 | 0.302
met5 | 0 | - | 0
met1 | 2640 | 875 | 10.7
li1 | - | 967 | -
met2 | 3000 | 54 | 14.1
met3 | 551 | 2 | 2.22
Power is estimated from default activity; no workload was simulated.
