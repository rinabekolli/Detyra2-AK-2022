$ cat flow/run.sh
#!/bin/bash
# OpenROAD 26Q1-2900-gdf79404cd8, Yosys 0.63+post, stock flow scripts
make -C /OpenROAD-flow-scripts/flow DESIGN_CONFIG=/design/flow/config.mk WORK_HOME=/design/flow/orfs finish
$ cat flow/config.mk
export PLATFORM = sky130hd
export DESIGN_NAME = RegisterFile
export DESIGN_NICKNAME = RegisterFile
export VERILOG_FILES = /design/flow/design.v
export SDC_FILE = /design/flow/constraint.sdc
export NUM_CORES = 4
export LEC_CHECK = 1
export CORE_UTILIZATION = 40
$ cat flow/constraint.sdc
current_design RegisterFile

set clk_period 4.4
set clk_io_pct 0.2

create_clock -name clk0 -period $clk_period [get_ports {Clock}]

set non_clock_inputs [all_inputs -no_clocks]
set_input_delay [expr $clk_period * $clk_io_pct] -clock clk0 $non_clock_inputs
set_output_delay [expr $clk_period * $clk_io_pct] -clock clk0 [all_outputs]
$ cat flow/design.v
`timescale 1ns / 1ps
module RegisterFile(
input[2:0] RS,
input[2:0] RT,
input[2:0] RD,
input RegWrite,
input Clock,
input[15:0] WriteData,
output [15:0] ReadRS,
output [15:0] ReadRT
);
reg[15:0] Registers[7:0];
integer i;
initial
begin
    for(i = 0; i < 8; i = i + 1) begin
       Registers[i] = 16'd0; 
    end
end
always @ (posedge Clock)
begin
if(RegWrite) Registers[RD] <= WriteData;
end
assign ReadRS = Registers[RS];
assign ReadRT = Registers[RT];
endmodule
==> qor.csv <==
stage,metric,value,unit
outcome,status,completed,
clock_network,cts_buffers,17,
clock_network,cts_hold_buf,0,
clock_network,post_cts_resize_count,0,
final_timing,max_freq,269.5,MHz
logic_synthesis,ys_area,6045,µm²
power_and_ir_drop,design_power_total,2.940,mW
routing,first_pass_iters,20,
routing,drt_wl_total,11420,µm
final_timing,layout_min_cycle_time,3.711,ns
flow_run,warning_count,25,
setup_path,path_buffers,3,
logic_synthesis,ys_types,12,
logic_synthesis,synthCells,255,
global_routing,track_usage,0.1683,
setup_path,slowest_delay,0.46,ns
die,num_rows,44,
layout,syn2layout_area_growth,22.38,%
logic_synthesis,postSynthSeqShare,0.6359,
die,dieArea,15610,µm²
global_routing,antenna_found_initial,0,
logic_synthesis,area_leaders,"edfxtp_1 (64%), mux4_1 (24%), mux2_2 (6.0%), mux4_2 (3.0%), buf_6 (1.5%)",
layout,reg_top3,Registers x128,
final_timing,fin_crit_sh,0.8434,
die,die-width,124.9,µm
placed_design,post-dp-hpwl,6627,µm
placed_design,routabilityCongestion,0.7070,
global_routing,grt_pass1_vias,3183,
layout,drive_gt1_frac,0.2375,
clock_network,root_buffer,clkbuf_16,
setup_path,worstPathRequired,3.52,ns
global_routing,grt_max_degree,33,
logic_synthesis,avgSynthCellArea,23.70,µm²
clock_network,cts_buffer_depth,2,
logic_synthesis,yosysTopAreaCell,edfxtp_1,
clock_network,cts_tree,yes,
final_timing,setup_viol,0,
power_and_ir_drop,power.density,397.4,nW/µm²
power_and_ir_drop,leakagePower,2.520,nW
clock_network,cts_sinks,128,
final_timing,slew_violations,0,
setup_path,cp_data_arrival_time,2.83,ns
final_timing,rsz0062_at_grt,no,
routing,antenna-diode-count,0,
setup_path,cp-end-kind,output port,
setup_path,critPathSlowestCell,clkdlybuf4s50_1,
setup_path,cpMostUsedCell,clkdlybuf4s50_1,
global_routing,grt_pass1_wl,17350,µm
flow_run,maxCapViolations,0,
final_timing,finalSetupTns,0,ns
routing,routedWlPerCell,21.75,µm
die,die_h,124.9,µm
layout,largest_register,Registers,
setup_path,crit_start,RS[2],
global_routing,globalRouteOverflowTotal,0,
layout,fin_area,7397,µm²
placed_design,place_area,6855,µm²
layout,mostFrequentLayoutCells,"edfxtp_1 (128), mux4_1 (56), clkdlybuf4s50_1 (56)",
logic_synthesis,yosysWarningCount,1,
setup_path,cp_cell_sequence,clkdlybuf4s50_1 -> buf_4 -> mux4_1 -> mux2_2 -> clkdlybuf4s50_1,
worst_hold_path,hp-start,WriteData[14],
logic_synthesis,synth.cell_area,6045,µm²
setup_path,start_kind,input port,
final_timing,slew_headroom,0.4121,
setup_path,critical-path-top-delay-family,buffers and inverters,
routing,final_antenna_net_count,0,
die,pin_count,59,
clock_network,path_clk_slew,0.05,ns
placed_design,io_buffers,58,
routing,drc,0,
logic_synthesis,ys_cells,255,
routing,route.vias.total,2943,
die,fp.coreArea,14640,µm²
setup_path,criticalPathCategory,in -> out,
clock_network,post_cts_buffers,0,
worst_hold_path,hold_path_class,in -> reg,
final_timing,whs,1.188,ns
final_timing,hold_viol,0,
final_timing,worst_slew_pin_slew,0.8786,ns
die,core_util_floorplan,0.4128,
power_and_ir_drop,ir_drop,0.2535,mV
setup_path,cp_max_fo,32,
logic_synthesis,top_area_frac,0.6359,
routing,drtIter0Drc,133,
layout,final_common_cell,edfxtp_1,
routing,drt-vias-per-instance,5.606,
logic_synthesis,ys_seq_elements,128,
clock_network,h-tree-depth,4,
layout,largest_reg_flops,128,
path summary, 6_finish.rpt:
kind                           end  slack (ns)  cells after the start
hold / removal    Registers[4][14]        1.19                      1
setup / recovery         ReadRS[1]        0.69                      5
per-layer routing:
layer	vias up	track usage	part of all wire	routed length, µm
met3	16	0.09594	0.11	1310
met1	1470	0.2197	0.36	4100
met5	-	0	0	0
met2	140	0.2713	0.51	5839
met4	0	0.01865	0.015	167
li1	1317	-	-	-
where the power goes:
group	internal, mW	switching, mW
clock network	0.826	0.444
logic	0.171	0.0988
registers	1.39	0.0127
metrics by stage:
stage | utilization | setup WS [ns] | instances
floorplan | - | 1.621 | 255
global placement | 0.4681 | 0.6719 | 493
detailed placement | 0.4681 | 0.6598 | 493
CTS | 0.5051 | 0.6472 | 525
global route | 0.5051 | 0.5794 | 525
finish | 0.5051 | 0.6888 | 525
logic make-up (layout without fill, tap and decap cells):
logic type	Yosys count	count (layout)	synth area share
DFF	128	128	0.6359
buffers and inverters	18	104	0.02153
and+or+nand+nor	13	13	0.009729
muxes	96	96	0.3329
layout make-up:
cell class | instances | area, µm²
clock buffer | 25 | 455.4
multi-input combinational | 109 | 2081
timing repair buffer | 72 | 700.7
tap | 184 | 230.2
clock inverter | 7 | 86.33
sequential | 128 | 3844
fill | 1137 | 7247
cell usage after synthesis:
master,count
mux4_2,8
nor2_1,6
nor3_1,2
mux4_1,56
clkbuf_1,2
clkbuf_2,2
nand2_1,2
mux2_2,32
buf_1,6
nand2b_1,3
edfxtp_1,128
buf_6,8
Power is estimated from default activity; no workload was simulated.
