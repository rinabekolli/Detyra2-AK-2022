### flow/config.mk
export PLATFORM = sky130hd
export DESIGN_NAME = mux3ne1
export DESIGN_NICKNAME = mux3ne1
export VERILOG_FILES = /design/flow/design.v
export SDC_FILE = /design/flow/constraint.sdc
export NUM_CORES = 4
export LEC_CHECK = 1
export CORE_AREA = 10 10 81 81
export DIE_AREA = 0 0 91 91
### flow/constraint.sdc
current_design mux3ne1

set clk_period 4.6
set clk_io_pct 0.2

create_clock -name clk0 -period $clk_period

set non_clock_inputs [all_inputs -no_clocks]
set_input_delay [expr $clk_period * $clk_io_pct] -clock clk0 $non_clock_inputs
set_output_delay [expr $clk_period * $clk_io_pct] -clock clk0 [all_outputs]
### flow/design.v
`timescale 1ns / 1ps
module mux3ne1(
    input[15:0] Hyrja0,  
    input[15:0] Hyrja1,  
    input[15:0] Hyrja2,  
    input[2:0] S,
    output[15:0] Dalja
    );
assign Dalja = S[2] ? ( S[1] ? ( S[0] ? Hyrja2 : Hyrja0) : ( S[0] ? Hyrja0 : Hyrja0)) : (S[1] ? (S[0] ? Hyrja0 : Hyrja0) : (S[0] ? Hyrja1 : Hyrja0));
endmodule
### flow/run.sh
#!/bin/bash
# OpenROAD 26Q1-2900-gdf79404cd8, Yosys 0.63+post, stock flow scripts
make -C /OpenROAD-flow-scripts/flow DESIGN_CONFIG=/design/flow/config.mk WORK_HOME=/design/flow/orfs finish
==> ci_impl_report.md <==
### Flow metrics

| Metric | Value |
|---|---|
| Status | `completed` |
| First-pass GRT wire length | `5200 µm` |
| Final Hold Fails | `0` |
| Most frequent cells in the layout | `67 x clkdlybuf4s50_1, 18 x nor3_1, 16 x a21oi_1` |
| Mux share | `0` |
| Logic family by area | `simple AND/OR/NAND/NOR gates` |
| Tmin final | `3890 ps` |
| Unrepaired setup endpoints after global routing | `false` |
| Num ports | `67` |
| Drt wl/cell | `13.8 µm` |
| Basic Gates by Area | `0.557` |
| Final Cycle Share | `0.845` |
| Startpoint types | `input pin` |
| Number of global-route vias before repair | `994` |
| Worst setup margin | `713 ps` |
| Vias per Instance | `4.15` |
| Leak | `0.559 nW` |
| Top cell type by total area after synthesis | `and3b_1` |
| CP arrival | `2970 ps` |
| Die Height | `91 µm` |
| Drt first pass iters | `4` |
| Seq. cell area | `0 µm²` |
| Mapped cell area | `762 µm²` |
| Normalized max-slew margin | `0.579` |
| Min-delay worst type | `input pin to output pin` |
| Max Slew Vio Count | `0` |
| Cells along the critical path | `clkdlybuf4s50_1 > nand2b_1 > a21oi_1 > a211oi_1 > clkdlybuf4s50_1` |
| Slowest Stage Delay on Critical Path | `600 ps` |
| CP Data Required Time | `3680 ps` |
| Cts repair resizes | `0` |
| PD cells | `87.7 mW/mm²` |
| CLK BUF | `0` |
| Chip Area, Yosys | `762 µm²` |
| Vias | `983` |
| Commonest Layout Cell | `clkdlybuf4s50_1` |
| Maximum VDD drop | `24.6 µV` |
| Seq share, synth | `0` |
| Unique cell type count in the Yosys netlist | `17` |
| Synthesis Warnings | `0` |
| First DRT Iteration DRCs | `37` |
| Cell Rows | `25` |
| Ys cells | `111` |
| Most common cell on crit path | `clkdlybuf4s50_1` |
| Number of diodes | `0` |
| Post-Synthesis Cells | `111` |
| Syn_area_per_cell | `6.86 µm²` |
| Initial antenna violation count | `0` |
| Ratio of cells with drive above 1 in the final layout | `0.112` |
| CP endpoint kind | `output pin` |
| Pin count of the biggest net entering global routing | `33` |
| Top cells by area | `and3b_1 17%, nor3_2 17%, o21a_1 15%` |
| ANT nets after route | `0` |
| Peak Freq | `257 MHz` |
| Grt ovf | `0` |
| # hold bufs at CTS | `0` |
| Max FO, Critical Path | `16` |
| GP Congestion | `0.735` |
| Num sequential | `0` |
| Worst Max-Slew Pin Slew | `632 ps` |
| Core Footprint | `0.00482 mm²` |
| Port Buf Inserts | `67` |
| Die area | `0.00828 mm²` |
| Area grow syn2layout | `87.7%` |
| Tool warnings | `32` |
| Die W | `91 µm` |
| XOR/XNOR Area Share | `0` |
| Yosys top cell area share | `0.172` |
| Gate Area | `631 µm²` |
| Worst Path Class, Setup | `input pin to output pin` |
| Pre-CTS setup slack | `651 ps` |
| Fa+ha+maj area frac | `0` |
| Post-CTS Setup Inserts | `0` |
| DRT Wirelength | `3270 µm` |
| Fillers | `536` |
| Endpoints failing setup | `0` |
| Max-cap viol count | `0` |
| DRC Markers | `0` |
| Floorplan core density | `0.158` |
| Post-Synth AOI/OAI Area | `0.271` |
| Total global routing track utilization | `0.0747` |
| Setup_tns | `0 ps` |
| Crit-path slowest cell | `clkdlybuf4s50_1` |
| Dpl hpwl | `2690 µm` |
==> critical path: cells and delay by family <==
kind / cells / cell delay [ps]
AND/OR/NAND/NOR: 1 / 570
AND-OR/OR-AND: 2 / 380
buffers and inverters: 2 / 1100
==> routing by layer <==
metal,track usage,routed length (µm),up-vias
met2,0.134,1600,31
met4,0,0,0
met5,0,0,-
met3,0.0224,260,0
met1,0.0909,1400,428
li1,-,-,524
==> path summary, 6_finish.rpt <==
check / depth (start not counted) / end / from
setup / recovery: 5 / Dalja[14] / S[2]
hold / removal: 4 / Dalja[15] / Hyrja0[15]
==> metrics by stage <==
| stage | cell area, µm² | utilization | hold WS (ps) | power, mW | std cells |
|---|---|---|---|---|---|
| final | 1430 | 0.297 | 2840 | 0.125 | 237 |
| after global routing | 1430 | 0.297 | 2870 | 0.137 | 237 |
| after CTS | 1430 | 0.297 | 2850 | 0.128 | 237 |
| after detailed placement | 1430 | 0.297 | 2850 | 0.128 | 237 |
| after global placement | 1430 | 0.297 | 2850 | 0.128 | 237 |
| after floorplan | 762 | - | 1920 | 0.0520 | 111 |
==> synthesized netlist by cell type <==
master	count
a211oi_1	1
o21a_1	15
nor3_1	18
nand2_1	1
buf_4	3
nand2b_1	2
clkbuf_2	1
nor2_1	15
a21oi_1	16
clkbuf_1	1
clkbuf_4	1
nor3_2	13
buf_6	6
and3b_1	15
buf_12	1
o22ai_1	1
buf_2	1
==> where the power goes <==
group | leakage (nW) | switching (mW) | total [mW] | internal [mW]
combinational | 0.559 | 0.0411 | 0.125 | 0.0843
sequential | 0 | 0 | 0 | 0
clock | 0 | 0 | 0 | 0
==> cell type report <==
| class | count | area share |
|---|---|---|
| Multi-Input combinational cell | 97 | 0.441 |
| Tap cell | 67 | 0.0586 |
| Timing Repair Buffer | 73 | 0.500 |
==> kinds of logic after synthesis <==
group | after synthesis
compound gates | 33
buf+inv | 14
simple gates | 64
Power is estimated from default activity; no workload was simulated.
